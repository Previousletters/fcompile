==> flow/design.v <==
module Concat_TOP
(
	input clk,
	input rst_n,
    input start,					               
    input [31:0]feature_in_base_addr,              
    input [25:0]feature_in_surface_stride,         
    input [15:0]feature_in_line_stride,            
    input [31:0]feature_out_base_addr,             
    input [25:0]feature_out_surface_stride,        
    input [15:0]feature_out_line_stride,           
    input [31:0]clstoken_base_addr,                
    input [16-5-1:0]CH_in_div_Tout,  
    input [12-1:0]w_in,                       
    output wdma_done,
    output reg working,
	output Concat2mcif_rd_req_vld,
	input Concat2mcif_rd_req_rdy,
	output [5+32+32-1:0]Concat2mcif_rd_req_pd,
	input mcif2Concat_rd_resp_vld,
	output mcif2Concat_rd_resp_rdy,
	input [8 *32-1:0]mcif2Concat_rd_resp_pd,
	output Concat_rd_fifo_pop,
	output Concat2mcif_wr_req_vld,
	input Concat2mcif_wr_req_rdy,
	output [2+5+32+8 *32-1:0]Concat2mcif_wr_req_pd,
	input Concat2mcif_wr_rsp_complete
);
always @(posedge clk or negedge rst_n)
if(~rst_n)
    working<=1'b0;
else
    if(start)
        working<=1'b1;
    else
        if(wdma_done)
            working<=1'b0;
Concat_rdma u_rdma
(
    .clk(clk),
    .rst_n(rst_n),    
    .start(start),    
    .clstoken_base_addr(clstoken_base_addr),
    .base_addr(feature_in_base_addr),
    .surface_stride(feature_in_surface_stride),
    .line_stride(feature_in_line_stride),
    .w_in(w_in),
    .CH_in_div_Tout(CH_in_div_Tout),
    .Concat2mcif_rd_req_vld(Concat2mcif_rd_req_vld),
    .Concat2mcif_rd_req_rdy(Concat2mcif_rd_req_rdy),
    .Concat2mcif_rd_req_pd(Concat2mcif_rd_req_pd)
);
assign Concat_rd_fifo_pop=mcif2Concat_rd_resp_vld&mcif2Concat_rd_resp_rdy;
Concat_wdma u_wdma
(
    .clk(clk),
    .rst_n(rst_n),
    .start(start),
    .ch_div_Tout(CH_in_div_Tout),
    .w_in(w_in),
    .feature_base_addr(feature_out_base_addr),
    .feature_surface_stride(feature_out_surface_stride),
    .feature_line_stride(feature_out_line_stride),
	.dat_in_vld(mcif2Concat_rd_resp_vld),
	.dat_in_pd(mcif2Concat_rd_resp_pd),
	.dat_in_rdy(mcif2Concat_rd_resp_rdy),
    .Concat2mcif_wr_req_vld(Concat2mcif_wr_req_vld),
    .Concat2mcif_wr_req_rdy(Concat2mcif_wr_req_rdy),
    .Concat2mcif_wr_req_pd(Concat2mcif_wr_req_pd),
    .Concat2mcif_wr_rsp_complete(Concat2mcif_wr_rsp_complete),
    .wdma_done(wdma_done)
);
endmodule
module Concat_rdma
(
	input clk,
	input rst_n,
	input start,
	input [31:0]clstoken_base_addr,
	input [31:0]base_addr,
	input [25:0]surface_stride,
	input [15:0]line_stride,
	input [16-5-1:0]CH_in_div_Tout,
    input [12-1:0]w_in,
	output Concat2mcif_rd_req_vld,
	input Concat2mcif_rd_req_rdy,
	output [5+32+32-1:0]Concat2mcif_rd_req_pd
);
reg [1:0]cnt;
reg [12-1:0]w_burst_cnt;
wire [12-1:0]w_burst_len_now=(cnt==0)?0:((w_in-1)>>5);
wire w_burst_cnt_will_update_now=Concat2mcif_rd_req_vld&Concat2mcif_rd_req_rdy;
wire w_burst_cnt_is_max_now=(w_burst_cnt==w_burst_len_now);
always @(posedge clk or negedge rst_n)
begin
	if(~rst_n)
		w_burst_cnt<=0;
	else
		if(w_burst_cnt_will_update_now)
		begin
			if(w_burst_cnt_is_max_now)
				w_burst_cnt<=0;
			else
				w_burst_cnt<=w_burst_cnt+1;
		end
end
wire cnt_will_update_now=w_burst_cnt_will_update_now&w_burst_cnt_is_max_now;
wire cnt_is_max_now=(cnt==1);
always @(posedge clk or negedge rst_n)
begin
	if(~rst_n)
		cnt<=0;
	else
		if(cnt_will_update_now)
		begin
			if(cnt_is_max_now)
				cnt<=0;
			else
				cnt<=cnt+1;
		end
end
reg [10-5-1:0]ch_cnt;
reg [31:0]ch_cnt_bias;
wire ch_cnt_will_update_now=cnt_will_update_now&cnt_is_max_now;
wire ch_cnt_is_max_now=(ch_cnt==(CH_in_div_Tout - 1));
always @(posedge clk or negedge rst_n)
begin
	if(~rst_n)
	begin
		ch_cnt<=0;
		ch_cnt_bias<=0;
	end
	else
		if(ch_cnt_will_update_now)
		begin
			if(ch_cnt_is_max_now)
			begin
				ch_cnt<=0;
				ch_cnt_bias<=0;
			end
			else
			begin
				ch_cnt<=ch_cnt+1;
				ch_cnt_bias<=ch_cnt_bias+surface_stride;
			end
		end
end
reg working;
wire done;
assign done=ch_cnt_will_update_now&ch_cnt_is_max_now;  
always @(posedge clk or negedge rst_n)
if(~rst_n)
    working<=1'b0;
else
    if(start)
        working<=1'b1;
    else
        if(done)
            working<=1'b0;
wire [5-1:0]cls_cmd_len=0;
wire [31:0]cls_cmd_addr=ch_cnt*(32*(8)/8);
wire [5-1:0]cmd_len=w_burst_cnt_is_max_now?(w_in[5-1:0]-1):(32-1);
wire [31:0]cmd_addr=ch_cnt_bias+(w_burst_cnt*(32*32*(8)/8));
assign Concat2mcif_rd_req_vld=working;
assign Concat2mcif_rd_req_pd=cnt==0?{cls_cmd_len,clstoken_base_addr,cls_cmd_addr}:{cmd_len,base_addr,cmd_addr};
endmodule
module Concat_wdma
(
	input clk,
	input rst_n,
	input start,
	input [12-1:0]w_in,
	input [16-5-1:0]ch_div_Tout,
	input [31:0]feature_base_addr,
	input [25:0]feature_surface_stride,
	input [15:0]feature_line_stride,
	output wdma_done,
	input dat_in_vld,
	input [32*8-1:0]dat_in_pd,
	output dat_in_rdy,
	output Concat2mcif_wr_req_vld,
	input Concat2mcif_wr_req_rdy,
	output [2+5+32+8 *32-1:0]Concat2mcif_wr_req_pd,
	input Concat2mcif_wr_rsp_complete
);
wire [5-1:0]cmd_length;
reg cmd_en,dat_en;
reg [5-1:0]burst_len_cnt;
wire burst_len_cnt_will_update_now=dat_in_vld&dat_in_rdy;
wire burst_len_cnt_is_max_now=(burst_len_cnt==cmd_length);
always @(posedge clk or negedge rst_n)
if(~rst_n)
	burst_len_cnt<=0;
else
	if(burst_len_cnt_will_update_now)
	begin
		if(burst_len_cnt_is_max_now)
			burst_len_cnt<=0;
		else
			burst_len_cnt<=burst_len_cnt+1;
	end
reg [12-5-1:0]burst_times_cnt;  
reg [31:0] burst_times_cnt_bias;
wire burst_times_cnt_will_update_now=burst_len_cnt_will_update_now&burst_len_cnt_is_max_now;
wire burst_times_cnt_is_max_now=(burst_times_cnt==w_in>>5);
always @(posedge clk or negedge rst_n)
begin
    if(~rst_n)
    begin
        burst_times_cnt<=0;
        burst_times_cnt_bias<=0;
    end
    else
        if(burst_times_cnt_will_update_now)
        begin
            if(burst_times_cnt_is_max_now)
            begin
                burst_times_cnt<=0;
                burst_times_cnt_bias<=0;
            end
            else
            begin
                burst_times_cnt<=burst_times_cnt+1;
                burst_times_cnt_bias<=burst_times_cnt_bias+(32)*(((32*8)>>3));
            end
        end
end
reg [16-1:0]ch_cnt;
reg [31:0]ch_cnt_bias;
wire ch_cnt_will_update_now=burst_times_cnt_will_update_now&burst_times_cnt_is_max_now;
wire ch_cnt_is_max_now=(ch_cnt==ch_div_Tout-1);
always @(posedge clk or negedge rst_n)
begin
	if(~rst_n)
	begin
		ch_cnt<=0;
		ch_cnt_bias<=0;
	end
	else
		if(ch_cnt_will_update_now)
		begin
			if(ch_cnt_is_max_now)
			begin
				ch_cnt<=0;
				ch_cnt_bias<=0;
			end
			else
			begin
				ch_cnt<=ch_cnt+1;
				ch_cnt_bias<=ch_cnt_bias+feature_surface_stride;
			end
		end
end
wire done=ch_cnt_will_update_now&ch_cnt_is_max_now;
reg working;
always @(posedge clk or negedge rst_n)
if(~rst_n)
	working<=1'b0;
else
	if(start)
		working<=1'b1;
	else
		if(done)
			working<=1'b0;
always @(posedge clk or negedge rst_n)
if(~rst_n)
	{cmd_en,dat_en}<=2'b10;
else
	if(cmd_en & Concat2mcif_wr_req_vld & Concat2mcif_wr_req_rdy)
		{cmd_en,dat_en}<=2'b01;
	else
		if(burst_len_cnt_will_update_now&burst_len_cnt_is_max_now)
			{cmd_en,dat_en}<=2'b10;
assign dat_in_rdy=dat_en&Concat2mcif_wr_req_rdy;
assign cmd_length=(burst_times_cnt_is_max_now?(w_in[5-1:0]):(32-1));
wire [31:0]cmd_addr=burst_times_cnt_bias+ch_cnt_bias;
wire cmd_nonposted=burst_times_cnt_is_max_now&ch_cnt_is_max_now;
wire [2+5+32+8 *32-1:0]cmd_req_pd={1'b1,{(8 *32-32){1'b0}},feature_base_addr,cmd_nonposted,cmd_length,cmd_addr};
wire [2+5+32+8 *32-1:0]dat_req_pd={{(2+5+32){1'b0}},dat_in_pd};
assign Concat2mcif_wr_req_vld=(dat_en&dat_in_vld) | (working&cmd_en);
assign Concat2mcif_wr_req_pd=cmd_en?cmd_req_pd:dat_req_pd;
assign wdma_done=Concat2mcif_wr_rsp_complete;
endmodule
==> flow/run.sh <==
#!/bin/bash
# OpenROAD 26Q1-2900-gdf79404cd8, Yosys 0.63+post, stock flow scripts
make -C /OpenROAD-flow-scripts/flow DESIGN_CONFIG=/design/flow/config.mk WORK_HOME=/design/flow/orfs finish
==> flow/config.mk <==
export PLATFORM = sky130hd
export DESIGN_NAME = Concat_TOP
export DESIGN_NICKNAME = Concat_TOP
export VERILOG_FILES = /design/flow/design.v
export SDC_FILE = /design/flow/constraint.sdc
export NUM_CORES = 4
export LEC_CHECK = 1
export CORE_AREA = 10 10 324 324
export DIE_AREA = 0 0 334 334
==> flow/constraint.sdc <==
current_design Concat_TOP

set clk_period 14.2
set clk_io_pct 0.2

create_clock -name clk0 -period $clk_period [get_ports {clk}]

set non_clock_inputs [all_inputs -no_clocks]
set_input_delay [expr $clk_period * $clk_io_pct] -clock clk0 $non_clock_inputs
set_output_delay [expr $clk_period * $clk_io_pct] -clock clk0 [all_outputs]
==> flow_metrics.py <==
# Physical implementation metrics
metrics = {
    "synthesis": {
        "yosys_area_sq_mm": 0.0141,
        "synth_area_sq_mm": 0.0141,
        "synth_warnings": 3,
        "syn_inst": 1738,
        "yosys_register_bits": 138,
        "async_flop_share": 1.00,
        "avgSynthCellArea_sq_um": 8.10,
        "synth_area_leader_cell": "dfrtp_1",
        "top_cells_by_area": "dfrtp_1, nor2b_1, ha_1, mux2_2, xnor2_1",
        "ys_cells": 1738,
        "yosysUniqueCellTypes": 72,
        "edf_count": 0,
        "synth_seq_share": 0.246,
        "ys.flop_type": "dfrtp_1",
        "yosysTopAreaCellShare": 0.244,
    },
    "pwr": {
        "p_leak_nw": 9.55,
        "p_per_area_mw_per_mm2": 81.6,
        "p_sw_frac": 0.357,
        "p_sw_mw": 0.689,
        "p_comb_frac": 0.496,
        "p_int_mw": 1.24,
        "p_seq_frac": 0.258,
        "power_frac_clock": 0.246,
        "ir_drop_uv": 83.4,
    },
    "clocking": {
        "root_buffer": "clkbuf_16",
        "cts-htree-levels": 4,
        "postCtsSetupBuffers": 0,
        "hold_buffers": 0,
        "clock_sinks": 138,
        "path_clk_slew_ns": 0.07,
        "cts_tree": "built",
        "clockBufferDepth": 2,
        "cts_resized": 0,
        "clock.latency.late_pin_ns": 0.48,
        "tritoncts.num_buffers": 17,
    },
    "routing": {
        "wl_per_cell_um": 22.6,
        "vias": 15800,
        "drc_errors": 0,
        "viasPerCell": 4.18,
        "ant_nets": 0,
        "drt-total-wl_um": 85100,
        "drtIter0Drc": 893,
        "dr.pass1.iters": 5,
    },
    "place": {
        "dp_hpwl_um": 74000,
        "numPortBuffers": 765,
        "gp_congestion": 0.957,
        "dp_cells": 3725,
        "dp_slack_ns": 4.76,
    },
    "final_layout": {
        "syn2layout_area_growth_pct": 68.1,
        "drive_gt1_frac": 0.0709,
        "layout_top_cells": "clkdlybuf4s50_1, nor2b_1, nand2_1",
        "layout_top_cell": "clkdlybuf4s50_1",
        "final_core_util": 0.241,
        "n_fill_cell": 10600,
        "layout.cells.non_filler": 3770,
    },
    "critical_path": {
        "path_cells": "clkdlybuf4s50_1 -> inv_1 -> ha_1 -> nor3b_1 -> xor2_1 -> xnor2_1 -> nand3b_1 -> nor4_1 -> and4_1 -> nand3_1 -> o21ai_0 -> clkdlybuf4s50_1",
        "cp.depth": 12,
        "cp-start-kind": "primary input",
        "crit_top_cell": "clkdlybuf4s50_1",
        "max_stage_delay_ns": 0.70,
        "arrival_ns": 6.54,
        "critPathTopFamily": "simple AND/OR/NAND/NOR gates",
        "crit_required_ns": 11.36,
        "path_buffers": 3,
        "ff2ff_path_depth": 11,
        "critPathMaxFanout": 17,
        "path_class": "in2out",
        "cp-end-kind": "primary output",
        "slowest_stage": "and4_1",
    },
    "sta": {
        "relSlewSlack": 0.424,
        "finalCritPeriodShare": 0.660,
        "finClkSkew_ns": 0.0205,
        "setup_tns_ns": 0,
        "fin_ws_ns": 4.82,
        "worstMarginPinSlew_ns": 0.861,
        "rsz0062_at_grt": "no",
        "finalHoldViolations": 0,
        "fmax_mhz": 107,
        "maxSlewViolCount": 0,
        "fin_crit_ns": 9.38,
        "setup_viol": 0,
    },
    "floorplanning": {
        "core_util_floorplan": 0.143,
        "io_pins": 836,
        "design.core.area_sq_mm": 0.0981,
        "fp.dieW_um": 334,
        "chipArea_sq_mm": 0.112,
        "rows": 115,
        "die_y_um": 334,
    },
    "hold_path": {
        "whs_path_depth": 1,
        "hp-class": "reg2reg",
    },
    "outcome": {
        "status": "finished clean",
    },
    "run": {
        "maxCapViolCount": 0,
        "warning_count": 59,
    },
    "grt": {
        "grt_pass1_vias": 14800,
        "grt_pass1_wl_um": 117000,
        "overflow": 0,
        "antenna_found_initial": 70,
        "grt_max_degree": 121,
        "grt_use_total": 0.147,
    },
}
[flip-flops by register name, indices dropped and copies added, names as in the netlist]
| signal | flops |
|---|---|
| u_rdma.ch_cnt | 5 |
| u_rdma.ch_cnt_bias | 32 |
| u_rdma.cnt | 2 |
| u_rdma.w_burst_cnt | 12 |
| u_rdma.working | 1 |
| u_wdma.burst_len_cnt | 5 |
| u_wdma.burst_times_cnt | 7 |
| u_wdma.burst_times_cnt_bias | 22 |
| u_wdma.ch_cnt | 16 |
| u_wdma.ch_cnt_bias | 32 |
| u_wdma.cmd_en | 1 |
| u_wdma.dat_en | 1 |
| u_wdma.working | 1 |
| working | 1 |
[cell type report]
class                           instances  area, sq um  share of cell area
Inverter                               34          128             0.00540
Tap cell                             1287         1610              0.0681
Clock buffer                           17          425              0.0180
Timing Repair Buffer                  786         7830               0.331
Multi-Input combinational cell       1480        10000               0.423
Clock inverter                         14          164             0.00693
Sequential cell                       138         3460               0.146
Antenna cell                           14         35.0             0.00148
[worst paths after layout]
path / from / endpoint / slack [ns]
worst min register to register: u_wdma.ch_cnt[15] / u_wdma.ch_cnt[15] / 0.47
worst max register to register: u_rdma.cnt[0] / u_rdma.ch_cnt_bias[27] / 9.63
max in group asynchronous: rst_n / u_wdma.ch_cnt_bias[25] / 10.74
worst max-delay path: CH_in_div_Tout[0] / Concat2mcif_wr_req_pd[37] / 4.82
worst min-delay path: u_wdma.ch_cnt[15] / u_wdma.ch_cnt[15] / 0.47
min in group asynchronous: rst_n / u_wdma.ch_cnt_bias[13] / 2.31
[synth_stat cells, types with 44 or more instances]
cell	n
nor2b_1	191
nand2_1	162
dfrtp_1	137
o21ai_0	132
nor2_1	114
mux2_2	98
ha_1	93
a21oi_1	91
xnor2_1	79
clkbuf_1	66
xor2_1	62
nand3_1	44
[worst register-to-register path, stage by stage (launching register included)]
cell and delay [ns]:
dfrtp_1 0.46, nor2_4 0.10, buf_4 0.36, buf_4 0.58, nor4b_1 0.15, a211oi_1 0.30, nand4_1 0.22, nor4_4 0.65
nand3b_2 0.57, buf_4 0.47, or4_1 0.56, o21ai_0 0.08
[layer usage]
layer | global-route usage | up-vias | wire (um) | share of wire
li1 | - | 7598 | - | -
met1 | 0.189 | 7337 | 35100 | 0.41
met2 | 0.231 | 694 | 39600 | 0.47
met3 | 0.0472 | 117 | 7490 | 0.088
met4 | 0.0480 | 28 | 2720 | 0.032
met5 | 0 | - | 170 | 0.0020
[power groups by stage]
stage	Combinational, mW	Sequential [mW]	Clock, mW
CTS	0.971	0.498	0.488
global route	1.06	0.505	0.504
finish	0.959	0.498	0.475
[kinds of logic (layout without fill, tap and decap cells)]
kind of cell / after synthesis / after routing / synth area share
compound gates: 407 / 407 / 0.182
buf+inv: 157 / 851 / 0.0548
mux: 100 / 100 / 0.0807
flops: 138 / 138 / 0.246
simple gates: 698 / 698 / 0.262
xor+xnor: 141 / 141 / 0.0878
fa+ha+maj: 96 / 96 / 0.0870
other cells: 1 / 52 / 0.000267
[stage by stage]
step	hold slack [ns]	total power [mW]	area, sq um
6_report	0.467	1.93	23700
5_1_grt	0.488	2.07	23700
4_1_cts	0.468	1.96	23600
3_5_place_dp	0.453	1.47	23000
3_3_place_gp	0.458	1.46	23000
2_1_floorplan	0.429	0.955	14200
Power and IR drop assume default switching activity.
