### flow/run.sh
#!/bin/bash
# OpenROAD 26Q1-2900-gdf79404cd8, Yosys 0.63+post, stock flow scripts
make -C /OpenROAD-flow-scripts/flow DESIGN_CONFIG=/design/flow/config.mk WORK_HOME=/design/flow/orfs finish
### flow/config.mk
export PLATFORM = sky130hd
export DESIGN_NAME = softmax_wdma
export DESIGN_NICKNAME = softmax_wdma
export VERILOG_FILES = /design/flow/design.v
export SDC_FILE = /design/flow/constraint.sdc
export NUM_CORES = 4
export LEC_CHECK = 1
export CORE_AREA = 10 10 301 301
export DIE_AREA = 0 0 311 311
### flow/constraint.sdc
current_design softmax_wdma

set clk_period 20.3
set clk_io_pct 0.2

create_clock -name clk0 -period $clk_period [get_ports {clk}]

set non_clock_inputs [all_inputs -no_clocks]
set_input_delay [expr $clk_period * $clk_io_pct] -clock clk0 $non_clock_inputs
set_output_delay [expr $clk_period * $clk_io_pct] -clock clk0 [all_outputs]
### flow/design.v
module softmax_wdma
(
	input clk,
	input rst_n,
	input start,
	input [12-1:0]w,
	input [12-1:0]h,
	input [10-1:0]pixel_in,
	input [16-5-1:0]ch_div_Tout,	 
	input [31:0]feature_base_addr,
	input [25:0]feature_surface_stride,
	input [15:0]feature_line_stride,
	output wdma_done,
	input dat_in_vld,
	input [32*8-1:0]dat_in_pd,
	output dat_in_rdy,
	output Softmax2mcif_wr_req_vld,
	input Softmax2mcif_wr_req_rdy,
	output [2+5+32+8 *32-1:0]Softmax2mcif_wr_req_pd,
	input Softmax2mcif_wr_rsp_complete
);
wire [5-1:0]cmd_length;
reg cmd_en,dat_en;
reg [5-1:0]burst_len_cnt;
wire burst_len_cnt_will_update_now=dat_in_vld&dat_in_rdy;
wire burst_len_cnt_is_max_now=(burst_len_cnt==cmd_length);
always @(posedge clk or negedge rst_n)
if(~rst_n)
	burst_len_cnt<=0;
else
	if(burst_len_cnt_will_update_now)
	begin
		if(burst_len_cnt_is_max_now)
			burst_len_cnt<=0;
		else
			burst_len_cnt<=burst_len_cnt+1;
	end
reg [16-1:0]ch_cnt;
reg [31:0]ch_cnt_bias;
wire ch_cnt_will_update_now=burst_len_cnt_will_update_now&burst_len_cnt_is_max_now;
wire ch_cnt_is_max_now=(ch_cnt==ch_div_Tout-1);
always @(posedge clk or negedge rst_n)
begin
	if(~rst_n)
	begin
		ch_cnt<=0;
		ch_cnt_bias<=0;
	end
	else
		if(ch_cnt_will_update_now)
		begin
			if(ch_cnt_is_max_now)
			begin
				ch_cnt<=0;
				ch_cnt_bias<=0;
			end
			else
			begin
				ch_cnt<=ch_cnt+1;
				ch_cnt_bias<=ch_cnt_bias+feature_surface_stride;
			end
		end
end
reg [12-5-1:0]w_burst_times_cnt;
reg [31:0] w_burst_times_cnt_bias;
wire w_burst_times_cnt_will_update_now=ch_cnt_will_update_now&ch_cnt_is_max_now;
wire w_burst_times_cnt_is_max_now=(w_burst_times_cnt==((w-1)>>5));
always @(posedge clk or negedge rst_n)
begin
	if(~rst_n)
	begin
		w_burst_times_cnt<=0;
		w_burst_times_cnt_bias<=0;
	end
	else
		if(w_burst_times_cnt_will_update_now)
		begin
			if(w_burst_times_cnt_is_max_now)
			begin
				w_burst_times_cnt<=0;
				w_burst_times_cnt_bias<=0;
			end
			else
			begin
				w_burst_times_cnt<=w_burst_times_cnt+1;
				w_burst_times_cnt_bias<=w_burst_times_cnt_bias+(32)*(((32*8)>>3));
			end
		end
end
reg [12-1:0]h_cnt;
reg [(12+12-1):0]h_pixel_bias;
reg [31:0] h_cnt_bias;
wire h_cnt_will_update_now=w_burst_times_cnt_will_update_now&w_burst_times_cnt_is_max_now;
wire h_cnt_is_max_now=(h_cnt==h-1);
always @(posedge clk or negedge rst_n)
begin
	if(~rst_n)
	begin
		h_cnt<=0;
		h_pixel_bias<=0;
		h_cnt_bias<=0;
	end
	else
		if(h_cnt_will_update_now)
		begin
			if(h_cnt_is_max_now)
			begin
				h_cnt<=0;
				h_pixel_bias<=0;
				h_cnt_bias<=0;
			end
			else
			begin
				h_cnt<=h_cnt+1;
				h_pixel_bias<=h_pixel_bias+w;
				h_cnt_bias<=h_cnt_bias+w*(((32*8)>>3));
			end
		end
end
reg working;
always @(posedge clk or negedge rst_n)
if(~rst_n)
	working<=1'b0;
else
	if(start)
		working<=1'b1;
	else
		if(h_cnt_will_update_now&h_cnt_is_max_now)
			working<=1'b0;
always @(posedge clk or negedge rst_n)
if(~rst_n)
	{cmd_en,dat_en}<=2'b10;
else
	if(cmd_en & Softmax2mcif_wr_req_vld & Softmax2mcif_wr_req_rdy)
		{cmd_en,dat_en}<=2'b01;
	else
		if(burst_len_cnt_will_update_now&burst_len_cnt_is_max_now)
			{cmd_en,dat_en}<=2'b10;
assign dat_in_rdy=dat_en&Softmax2mcif_wr_req_rdy;
assign cmd_length=(w_burst_times_cnt_is_max_now?(w[5-1:0]-1):(32-1));
wire [31:0]cmd_addr=w_burst_times_cnt_bias+ch_cnt_bias+h_cnt_bias;
wire cmd_nonposted=ch_cnt_is_max_now&w_burst_times_cnt_is_max_now&h_cnt_is_max_now;
wire [10-1:0]current_pixel=(h_pixel_bias+burst_len_cnt)+(w_burst_times_cnt<<5);
wire out_of_pixel=(current_pixel>=pixel_in)?1:0;
wire [32*8-1:0]tp_dat_in_pd=out_of_pixel?0:dat_in_pd;
wire [2+5+32+8 *32-1:0]cmd_req_pd={1'b1,{(8 *32-32){1'b0}},feature_base_addr,cmd_nonposted,cmd_length,cmd_addr};
wire [2+5+32+8 *32-1:0]dat_req_pd={{(2+5+32){1'b0}},tp_dat_in_pd};
assign Softmax2mcif_wr_req_vld=(dat_en&dat_in_vld) | (working&cmd_en);
assign Softmax2mcif_wr_req_pd=cmd_en?cmd_req_pd:dat_req_pd;
assign wdma_done=Softmax2mcif_wr_rsp_complete;
endmodule
==> Flow_metrics.wiki <==
== Implementation results ==
{| class="wikitable"
! Metric !! Value
|-
| Number of max-cap violations || 0
|-
| VDD IR max || 0.00004863 V
|-
| Critical-path cell list || clkdlybuf4s50_1, ha_1, nand2b_1, a21oi_1, nor2b_1, o21ai_0, a21oi_1, or4_1, a41oi_4, buf_4, buf_4, nand2_1, o211ai_1, clkdlybuf4s50_1
|-
| Leading post-synthesis cells by cell area || sky130_fd_sc_hd__dfrtp_1 (23%), sky130_fd_sc_hd__ha_1 (9.4%), sky130_fd_sc_hd__and2_1 (8.4%), sky130_fd_sc_hd__o21ai_0 (4.5%), sky130_fd_sc_hd__xnor2_1 (4.2%)
|-
| Chip Height || 311 µm
|-
| Power share of the clock group || 0.210
|-
| Yosys-reported design area after synthesis || 14,510 µm²
|-
| Post-route DRC || 0
|-
| Cell count after synthesis || 1,799
|-
| Cts repair resizes || 0
|-
| Reg power frac || 0.214
|-
| Flip-flop and latch count after synthesis || 134
|-
| Iter 0 DRT Violations || 980
|-
| Clock slew at reported path FFs || 0.07 ns
|-
| Maximum number of pins on one net before global-route repair || 163
|-
| Clock tree from TritonCTS || done
|-
| Hold violation total from the final report || 0
|-
| Clock sink count || 134
|-
| Number of vias in the routed layout || 16,026
|-
| Final setup viols || 0
|-
| Share of synthesized area occupied by flip-flops and latches || 0.2312
|-
| Shortest clock period the worst path allows after layout || 12.16 ns
|-
| Number of top-level pins || 679
|-
| Number of iterations in the first detailed-routing pass || 4
|-
| Switching pwr || 0.5616 mW
|-
| Proportion of netlist area held by the largest area contributor || 0.2294
|-
| Transition time at the pin with the least slew margin || 0.8495 ns
|-
| Post-Route Skew || 0.01702 ns
|-
| Leading cell type by number of instances after synthesis || sky130_fd_sc_hd__and2_1
|-
| Cell with the biggest individual delay on the critical path || sky130_fd_sc_hd__clkdlybuf4s50_1
|-
| Count of unique library cells instantiated by Yosys || 76
|-
| Unrepaired setup endpoints after global routing || false
|-
| Routability cong. || 0.9303
|-
| Number of placed instances, taps included || 3,494
|-
| Kind of launch point of the worst setup path || input port
|-
| Cell family with the largest share of critical-path delay || buffers and inverters
|-
| Maximum clock insertion buffer count || 2
|-
| Depth of the CTS H-tree || 4
|-
| Design internal power || 0.9158 mW
|-
| Capture endpoint of the worst hold path || ch_cnt[15]
|-
| Source-to-sink clock delay at the later pin of the worst-skew pair || 0.44 ns
|-
| DRT antenna net count || 0
|-
| Cell count listed in synth_stat.txt || 1,799
|-
| Crit Path Max Fanout || 52
|-
| Hold Crit Class || flop to flop
|-
| Static leakage || 9.457 nW
|-
| Capture point of the worst reg-to-reg path || h_cnt_bias[31]
|-
| Kind of capture point of the worst setup path || output port
|-
| Total congestion overflow || 0
|-
| Post-CTS Setup Inserts || 0
|-
| Wire length per cell || 26.99 µm
|-
| Fraction of layout cells with a size suffix above 1 || 0.03470
|-
| First-pass GRT wire length || 128,900 µm
|-
| Buffer cell driving the clock tree root || sky130_fd_sc_hd__clkbuf_16
|-
| Final routed wirelength across all metal layers || 95,690 µm
|-
| Max-slew headroom at the worst pin || 0.4263
|-
| Post-Syn Area || 14,510 µm²
|-
| Via count of the first global-routing pass || 15,195
|-
| Mean cell area of the mapped netlist || 8.064 µm²
|-
| Area occupied by registers || 3354 µm²
|-
| CP Buf/Inv Count || 4
|-
| Largest stage delay on the critical path || 0.59 ns
|-
| Cells on Worst Hold Path || 1
|-
| Total global routing track utilization || 0.1930
|-
| Sw frac || 0.3801
|-
| Routed vias/inst || 4.519
|-
| Number of flops mapped to enable cells by yosys || 0
|-
| Depth of the worst register-to-register path || 10
|-
| Status || complete, no violations
|-
| Area growth, synth to finish || 55.48%
|-
| Detailed placement HPWL || 84,350 µm
|-
| Post-layout instance count excluding filler cells || 3,546
|-
| Number of antenna violations at the first check in global routing || 96
|-
| Relative contribution of combinational cells to total power || 0.576
|-
| Number of buffers inserted for hold repair after clock tree synthesis || 0
|-
| Data arrival, critical path || 8.10 ns
|-
| Post-synth ARST share || 1.000
|-
| Beginning of the worst hold path || ch_cnt[15]
|-
| Max Clk Rate || 82.22 MHz
|-
| Number of port buffers || 622
|-
| Multi-input logic area || 10,520 µm²
|-
| Number of slew-limit violations in the final report || 0
|-
| Area of the chip || 96,720 µm²
|-
| Warnings, synthesis || 1
|-
| Worst EP required || 16.24 ns
|-
| Startpoint of the worst-slack reg-to-reg timing path || w_burst_times_cnt[1]
|-
| P per Cell Area || 65.50 nW/µm²
|-
| Worst reg2reg setup slack || 16.17 ns
|-
| Die width || 311 µm
|-
| OpenROAD warning count || 45
|-
| Leading cell types by count after synthesis || sky130_fd_sc_hd__and2_1 (195), sky130_fd_sc_hd__nand2_1 (152), sky130_fd_sc_hd__dfrtp_1 (133), sky130_fd_sc_hd__o21ai_0 (130), sky130_fd_sc_hd__ha_1 (109)
|-
| Total CTS buffers || 17
|-
| Final cycle utilization of the critical path || 0.5992
|-
| Area of the core || 83,820 µm²
|-
| Total number of placement rows || 106
|-
| Critical Setup Path Class || input port to output port
|-
| Setup total negative slack || 0 ns
|-
| Fillers || 9,025
|-
| Fraction of the core area occupied by cells at floorplan || 0.1731
|-
| CP Depth || 14
|-
| Synth Flop Type || sky130_fd_sc_hd__dfrtp_1
|-
| Largest area contributor in the synthesized netlist || sky130_fd_sc_hd__dfrtp_1
|}
power groups by stage:
stage	Combinational [mW]	Clock [mW]	Sequential [mW]
6_report	0.850	0.311	0.316
4_1_cts	0.869	0.321	0.316
5_1_grt	0.926	0.333	0.320
state kept, by name, indices dropped and copies added, names as in the netlist:
register and flops:
burst_len_cnt 5, ch_cnt 16, ch_cnt_bias 32, cmd_en 1, dat_en 1, h_cnt 12, h_cnt_bias 27, h_pixel_bias 10
w_burst_times_cnt 7, w_burst_times_cnt_bias 22, working 1
worst max path at each step:
stage / startpoint / endpoint
CTS: pixel_in[0] / Softmax2mcif_wr_req_pd[30]
finish: pixel_in[0] / Softmax2mcif_wr_req_pd[30]
global route: h[0] / Softmax2mcif_wr_req_pd[37]
layout make-up:
| cell class | count | share of cell area |
|---|---|---|
| well taps | 1134 | 0.06291 |
| clock buffers | 19 | 0.01964 |
| multi-input cells | 1524 | 0.4666 |
| clock inverters | 13 | 0.006102 |
| inverters | 57 | 0.009486 |
| repair buffers | 645 | 0.2843 |
| flip-flops and latches | 134 | 0.1487 |
| diodes | 20 | 0.002219 |
placed cells by master (no fill, tap or decap), types with 29 or more instances in the layout:
master and count:
sky130_fd_sc_hd__xnor2_1 70, sky130_fd_sc_hd__a22o_1 48, sky130_fd_sc_hd__inv_1 57, sky130_fd_sc_hd__nand3_1 50
sky130_fd_sc_hd__nand2_1 152, sky130_fd_sc_hd__a21oi_1 101, sky130_fd_sc_hd__nand4_1 29, sky130_fd_sc_hd__and2_1 195
sky130_fd_sc_hd__ha_1 109, sky130_fd_sc_hd__o21ai_0 130, sky130_fd_sc_hd__conb_1 44, sky130_fd_sc_hd__xor2_1 49
sky130_fd_sc_hd__o31ai_1 70, sky130_fd_sc_hd__dfrtp_1 133, sky130_fd_sc_hd__nor2_1 68, sky130_fd_sc_hd__and3_1 29
sky130_fd_sc_hd__a21o_1 49, sky130_fd_sc_hd__clkdlybuf4s50_1 621
per-stage QoR:
| stage | instance area (µm²) | power [mW] | hold slack [ns] | utilization | setup WS, ns |
|---|---|---|---|---|---|
| 5_1_grt | 22540 | 1.579 | 0.4939 | 0.2689 | 7.789 |
| 6_report | 22550 | 1.477 | 0.4766 | 0.2691 | 8.137 |
| 3_3_place_gp | 21920 | 1.186 | 0.4653 | 0.2616 | 8.039 |
| 4_1_cts | 22500 | 1.506 | 0.4806 | 0.2685 | 8.033 |
| 3_5_place_dp | 21920 | 1.187 | 0.4639 | 0.2616 | 8.034 |
| 2_1_floorplan | 14670 | 0.6390 | 0.4426 | - | 9.989 |
metal layers:
metal / vias up / wire length (µm) / GRT usage
met1: 7553 / 32430 / 0.1947
li1: 7650 / - / -
met5: - / 31 / 0
met2: 630 / 55020 / 0.3872
met3: 189 / 4932 / 0.03847
met4: 4 / 3278 / 0.05585
cells by family after synthesis:
group | count (synthesis) | synth area share
AOI/OAI and AO/OA | 516 | 0.2349
xor gates and xnor gates | 119 | 0.07185
adders and majority gates | 135 | 0.1299
buffers and inverters | 184 | 0.05822
DFF | 134 | 0.2312
muxes | 7 | 0.005003
other | 1 | 0.0002585
and+or+nand+nor | 703 | 0.2686
Power figures rest on the tool's default switching activity, not on a simulated workload.
