## design/flow/config.mk

```make
export PLATFORM = sky130hd
export DESIGN_NAME = softmax_out_buf
export DESIGN_NICKNAME = softmax_out_buf
export VERILOG_FILES = /design/flow/design.v
export SDC_FILE = /design/flow/constraint.sdc
export NUM_CORES = 4
export LEC_CHECK = 1
export CORE_UTILIZATION = 30
```

## design/flow/constraint.sdc

```tcl
current_design softmax_out_buf

set clk_period 7.9
set clk_io_pct 0.2

create_clock -name clk0 -period $clk_period [get_ports {clk}]

set non_clock_inputs [all_inputs -no_clocks]
set_input_delay [expr $clk_period * $clk_io_pct] -clock clk0 $non_clock_inputs
set_output_delay [expr $clk_period * $clk_io_pct] -clock clk0 [all_outputs]
```

## design/flow/design.v

```verilog
module softmax_out_buf
(
	input clk,
	input rst_n,
    input [16-5-1:0]CH_in_div_Tout,  
    input [10-1:0]CH_in,
	input dat_in_vld,
	input [8-1:0]dat_in,
    output reg dat_out_vld,
    output reg[32*8-1:0]dat_out
);
wire [5-1:0]current_CH_len_minus1;
reg [5-1:0]wr_cnt;
wire wr_cnt_will_update_now=dat_in_vld;
wire wr_cnt_is_max_now=(wr_cnt==current_CH_len_minus1);
always @(posedge clk or negedge rst_n)
begin
    if(~rst_n)
        wr_cnt<=0;
    else
        if(wr_cnt_will_update_now)
        begin
            if(wr_cnt_is_max_now)
                wr_cnt<=0;
            else
                wr_cnt<=wr_cnt+1;
        end
end
reg [16-1:0]ch_cnt;
wire ch_cnt_will_update_now=wr_cnt_will_update_now&wr_cnt_is_max_now;
wire ch_cnt_is_max_now=(ch_cnt==CH_in_div_Tout-1);
always @(posedge clk or negedge rst_n)
begin
    if(~rst_n)
        ch_cnt<=0;
    else
        if(ch_cnt_will_update_now)
        begin
            if(ch_cnt_is_max_now)
                ch_cnt<=0;
            else
                ch_cnt<=ch_cnt+1;
        end
end
wire [16-1:0]CH_max_minus1=CH_in-1;
assign current_CH_len_minus1=ch_cnt_is_max_now?(CH_max_minus1[5-1:0]):(32-1);
reg fill_working;
reg [5-1:0]fill_cnt;
wire fill_cnt_will_update_now=fill_working;
wire fill_cnt_is_max_now=(fill_cnt==32-(CH_max_minus1[5-1:0]+1)-1);
wire fill_start=ch_cnt_is_max_now&wr_cnt_will_update_now&wr_cnt_is_max_now&(CH_max_minus1[5-1:0]!=32-1);
wire fill_done=fill_cnt_will_update_now&fill_cnt_is_max_now;
always @(posedge clk or negedge rst_n)
if(~rst_n)
    fill_working<=1'b0;
else
if(fill_start)
    fill_working<=1'b1;
else
    if(fill_done)
        fill_working<=1'b0;
always @(posedge clk or negedge rst_n)
begin
    if(~rst_n)
        fill_cnt<=0;
    else
        if(fill_cnt_will_update_now)
        begin
            if(fill_cnt_is_max_now)
                fill_cnt<=0;
            else
                fill_cnt<=fill_cnt+1;
        end
end
reg[8-1:0]tp_dat_out[32-1:0];
wire wr_vld=dat_in_vld|fill_working;
wire[5-1:0]wr_addr=dat_in_vld?wr_cnt:(fill_working?fill_cnt+CH_max_minus1[5-1:0]+1:0);
wire[8-1:0]wr_dat=dat_in_vld?dat_in:0;
always@(posedge clk)
if(wr_vld)
    tp_dat_out[wr_addr]<=wr_dat;
genvar i;
generate
    for(i=0;i<32;i=i+1)
    begin:out_buf
        always@(*)
            dat_out[i*8+:8]=dat_out_vld?tp_dat_out[i]:0;
	end
endgenerate 
always@(posedge clk or negedge rst_n)
if(~rst_n)
    dat_out_vld<=0;
else
    dat_out_vld<=(wr_cnt_will_update_now&wr_cnt_is_max_now&(~fill_working)&(~fill_start))|(fill_working&fill_done);
endmodule
```

## design/flow/run.sh

```bash
#!/bin/bash
# OpenROAD 26Q1-2900-gdf79404cd8, Yosys 0.63+post, stock flow scripts
make -C /OpenROAD-flow-scripts/flow DESIGN_CONFIG=/design/flow/config.mk WORK_HOME=/design/flow/orfs finish
```

==> flow_summary.yaml <==
# implementation run metrics
power_and_ir_drop:
  p_leak_nw: 5.78
  power_frac_seq: 0.506
  switching_share: 0.231
  p_comb_frac: 0.096
  netSwitchingPower_mw: 0.797
  internal_power_mw: 2.65
  total_power_mw: 3.44
  pwr-share-clk: 0.398
  ir_drop_mv: 0.151
  power_density_nw_per_um2: 208
floorplanning:
  rows: 73
  dieArea_um2: 41200
  die_width_um: 203
  initCoreUtil: 0.305
  die_h_um: 203
  ios: 289
  core_um2: 39700
min_path:
  hp-class: "reg -> reg"
global_routing:
  antenna_found_initial: 0
  grtUsageTotal: 0.159
  grt-ovfl-total: 0
  grt_pass1_vias: 7432
  grt_max_degree: 207
  grt_pass1_wl_um: 46100
critical_path:
  cpMostUsedCell: "inv_1"
  cp.required_ps: 8080
  slowest_stage: "clkdlybuf4s50_1"
  r2r_setup_slack_ps: 4520
  path_cells: "clkdlybuf4s50_1 -> inv_1 -> ha_1 -> inv_1 -> fa_1 -> a21o_1 -> a21oi_1 -> xor2_1 -> a22oi_1 -> nand2_1 -> nor2_1"
  cp.arrival_ps: 5190
  endpoint_kind: "register"
  start_kind: "primary input"
  critPathMaxFanout: 8
  critical_path.max_stage_delay_ps: 640
  critPathKind: "in -> reg"
drt:
  ant_nets: 0
  totalWireLength_um: 31700
  wl_per_cell_um: 18.3
  vias_per_cell: 4.51
  drt-initial-drc-count: 383
  vias: 7800
  drt-pass1-iter-count: 4
  drc_errors: 0
  diodes: 0
clocking:
  cts_setup_buffers: 0
  cts_resized: 0
  htree_num_levels: 1
  cts_tree: "built"
  path_clk_slew_ps: 60
  cts_root_buf: "clkbuf_16"
  clock_latency_ps: 560
  cts_buffers: 30
  clockBufferDepth: 3
  ctsHoldBuffers: 0
  clock-sinks: 284
sta:
  slew_headroom: 0.385
  slew_violations: 0
  worst_pin_slew_ps: 919
  period_needed_ps: 5010
  tns_ps: 0
  setup_viol: 0
  skew_ps: 17.5
  hold_violations: 0
  rsz0062_at_grt: "false"
  finalCritPeriodShare: 0.635
  clock.fmax_mhz: 199
synthesis:
  yosys-top-cells-area: "edfxtp_1, and2_1, dfrtp_1"
  ys_area_um2: 12100
  synthCells: 895
  ys_seq_frac: 0.693
  ys_cells: 895
  ys_types: 65
  ys_async_sr_fraction: 0.0986
  ys_ff: 284
  syn_area_um2: 12100
  edf_count: 256
  top_area_frac: 0.635
  synth.avg_cell_area_um2: 13.5
  synth-main-ff-cell: "edfxtp_1"
  largest_area_cell: "edfxtp_1"
  synth_warnings: 1
placement:
  post_dp_cell_area_um2: 15600
  dp_hpwl_um: 20200
  numPortBuffers: 283
  place_congestion: 0.806
finish:
  fin_util: 0.416
  final_area_um2: 16500
  areaGrowthSynthToFinish_pct: 36.7
  final_layout_size_suffix_gt1_frac: 0.0705
run:
  drv_cap: 0
  tool_warnings: 33
run_status:
  status: "complete, no violations"
path summary, 6_finish.rpt:
check | start | endpoint | cells past startpoint
worst max-delay path | CH_in[0] | tp_dat_out[4][4]$_DFFE_PP_ | 11
min in group asynchronous | rst_n | ch_cnt[7]$_DFFE_PN0P_ | 2
worst max register to register | ch_cnt[12]$_DFFE_PN0P_ | ch_cnt[4]$_DFFE_PN0P_ | 9
worst min register to register | ch_cnt[15]$_DFFE_PN0P_ | ch_cnt[15]$_DFFE_PN0P_ | 1
worst min-delay path | ch_cnt[15]$_DFFE_PN0P_ | ch_cnt[15]$_DFFE_PN0P_ | 1
max in group asynchronous | rst_n | dat_out_vld$_DFF_PN0_ | 2
synthesized netlist by cell type, types with 10 or more instances:
cell type  count
nand3_1       18
nor3_1        12
xor2_1        13
inv_1         16
a31oi_1       14
dfrtp_1       28
o21ai_0       13
xnor2_1       15
nand2_1       21
edfxtp_1     256
clkbuf_1      40
nor2_1        54
and3_1        11
ha_1          10
a21oi_1       17
and2_1       267
layout by cell type (no fill, tap or decap), types with 10 or more instances in the layout:
cell	n
xor2_1	13
dfrtp_1	27
inv_1	16
nor2_1	54
xnor2_1	15
nor3_1	12
a21oi_1	17
edfxtp_1	256
nand3_1	18
ha_1	10
and3_1	11
o21ai_0	13
and2_1	263
buf_4	15
clkdlybuf4s50_1	283
clkbuf_16	30
nand2_1	21
a31oi_1	13
logic make-up after synthesis:
| group | after synthesis | share of synthesized area |
|---|---|---|
| xor gates and xnor gates | 29 | 0.0216 |
| DFF | 284 | 0.693 |
| buffers and inverters | 61 | 0.0194 |
| muxes | 3 | 0.00248 |
| and+or+nand+nor | 425 | 0.206 |
| adders and majority gates | 11 | 0.0120 |
| AOI/OAI and AO/OA | 82 | 0.0452 |
flip-flops by register name (all words and copies together), names as in the netlist:
signal	count
wr_cnt	5
fill_cnt	5
dat_out_vld	1
tp_dat_out	256
ch_cnt	16
fill_working	1
cell type report:
cell class,count,area (um^2)
clock buffer,44,853
clock inverter,10,115
fill,3654,23200
inverter,18,67.6
multi-input combinational,550,3490
sequential,284,8390
tap,525,657
timing repair buffer,299,2970
worst max-delay path: cells and delay by family:
| family | cells | cell delay [ps] |
|---|---|---|
| adder cells (fa/ha/maj) | 2 | 900 |
| buffers and inverters | 3 | 890 |
| AND/OR/NAND/NOR | 2 | 950 |
| AND-OR/OR-AND | 3 | 740 |
| XOR/XNOR | 1 | 100 |
through the flow:
step                      hold slack [ps]  cells  setup WS, ps
after global routing                  505   1730          2640
final                                 474   1730          2890
after CTS                             473   1730          2890
after detailed placement              463   1676          2310
after global placement                458   1676          2380
after floorplan                       443    895          3630
power by group through the flow:
stage	clock [mW]	sequential, mW	combinational [mW]
final	1.37	1.74	0.331
after global routing	1.47	1.75	0.368
after CTS	1.41	1.74	0.337
metal layers:
layer	share of wire	global-route usage	vias to the layer above	wire, um
met1	0.42	0.232	3688	13300
met5	0	0	-	0
met3	0.095	0.0607	37	3030
met2	0.47	0.243	337	14800
li1	-	-	3738	-
met4	0.017	0.0252	0	540
No activity file was given, so power comes from the tool's default toggle rates.
